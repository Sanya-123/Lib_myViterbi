==> design/flow/design.v <==
`timescale 1ns / 1ps
module viterbi_dec #(parameter p_size_polinom = 3, parameter p_polinom_0 = 3'b111, parameter p_polinom_1 = 3'b101, parameter p_defoult_state = 3'b000)(
    i_clk,
    i_reset,
    i_data,
    i_valid,
    o_data,
    o_valid,
    o_error
    );
    localparam p_defoult_in_0_0 = ^({p_defoult_state, 1'b0} & p_polinom_0);
    localparam p_defoult_in_0_1 = ^({p_defoult_state, 1'b0} & p_polinom_1);
    localparam p_defoult_in_1_0 = ^({p_defoult_state, 1'b1} & p_polinom_0);
    localparam p_defoult_in_1_1 = ^({p_defoult_state, 1'b1} & p_polinom_1);
    input i_clk;
    input i_reset;
    input [1:0] i_data;
    input [1:0] i_valid;
    output [p_size_polinom-1:0] o_data;
    output [p_size_polinom-1:0] o_valid;
    output o_error;
    wire    [1:0]                   w_idata = i_data & i_valid;
    reg     [p_size_polinom-1:0]    r_odata = 0;
    reg     [p_size_polinom-1:0]    r_valid = 0;
    reg     [p_size_polinom-1:0]    r_shift_in = p_defoult_state;
    reg     [1:0]                   r_mod_in_0 = {p_defoult_in_0_1, p_defoult_in_0_0};
    reg     [1:0]                   r_mod_in_1 = {p_defoult_in_1_1, p_defoult_in_1_0};
    wire    [p_size_polinom-1:0]    w_shift_in_0 = {r_shift_in, 1'b0};
    wire    [p_size_polinom-1:0]    w_shift_in_1 = {r_shift_in, 1'b1};
    wire    [p_size_polinom-1:0]    w_shift_in_xx   [3:0];
    reg     [p_size_polinom-1:0]    r_flag_error = 0;
    reg     [p_size_polinom*2-1:0]  r_mod_in_0d0;
    reg     [p_size_polinom*2-1:0]  r_mod_in_0d1;
    reg     [p_size_polinom*2-1:0]  r_mod_in_1d0;
    reg     [p_size_polinom*2-1:0]  r_mod_in_1d1;
    reg     [p_size_polinom*2-1:0]  r_in_data_old;
    reg     [p_size_polinom*2-1:0]  r_in_data_mask;
    wire    [p_size_polinom*2-1:0]  w_in_data_shift = {r_in_data_old, w_idata};
    wire    [p_size_polinom*2-1:0]  w_in_mask_shift = {r_in_data_mask, i_valid};
    reg     [p_size_polinom-1:0]    r_decod_in_0dx;
    reg     [p_size_polinom-1:0]    r_decod_in_1dx;
    reg     [p_size_polinom-1:0]    r_shift_in_0dx = p_defoult_state;
    reg     [p_size_polinom-1:0]    r_shift_in_1dx = p_defoult_state;
    wire    [p_size_polinom-1:0]    w_shift_in_xdx  [3:0];
    wire    [p_size_polinom-1:0]    w_shift_in_xdxx [7:0];
    assign o_data           = r_odata;
    assign o_valid          = r_valid;
    assign o_error          = r_flag_error;
    genvar i_xx, i_xxx, i_xdxx;
    generate 
    for(i_xx = 0 ; i_xx < 4; i_xx = i_xx + 1) begin : U_wire_xx
        assign w_shift_in_xx[i_xx] = {r_shift_in, i_xx[1:0]};
    end
    for(i_xdxx = 0 ; i_xdxx < 4; i_xdxx = i_xdxx + 1) begin : U_wire_xdxx
        assign w_shift_in_xdxx[i_xdxx] = {r_shift_in_0dx, i_xdxx[1:0]};
        assign w_shift_in_xdxx[i_xdxx + 4] = {r_shift_in_1dx, i_xdxx[1:0]};
    end
    endgenerate
    assign w_shift_in_xdx[2'b00] = {r_shift_in_0dx, 1'b0};
    assign w_shift_in_xdx[2'b01] = {r_shift_in_0dx, 1'b1};
    assign w_shift_in_xdx[2'b10] = {r_shift_in_1dx, 1'b0};
    assign w_shift_in_xdx[2'b11] = {r_shift_in_1dx, 1'b1};
    always @(posedge i_clk) begin
        if(i_reset)
        begin
            r_mod_in_0 <= {p_defoult_in_0_1, p_defoult_in_0_0};
            r_mod_in_1 <= {p_defoult_in_1_1, p_defoult_in_1_0};
            r_flag_error <= 0;
            r_shift_in <= p_defoult_state;
            r_shift_in_0dx <= p_defoult_state;
            r_shift_in_1dx <= p_defoult_state;
        end
        else
        begin
            if(i_valid && !r_flag_error)
            begin : _defoult_decoding
                if(w_idata == (r_mod_in_1 & i_valid))
                begin
                    r_shift_in <= w_shift_in_1;
                    r_mod_in_0[0] <= ^(w_shift_in_xx[2'b10] & p_polinom_0);
                    r_mod_in_0[1] <= ^(w_shift_in_xx[2'b10] & p_polinom_1);
                    r_mod_in_1[0] <= ^(w_shift_in_xx[2'b11] & p_polinom_0);
                    r_mod_in_1[1] <= ^(w_shift_in_xx[2'b11] & p_polinom_1);
                    r_odata[0] <= 1;
                end
                else if(w_idata == (r_mod_in_0 & i_valid))
                begin
                    r_shift_in <= w_shift_in_0;
                    r_mod_in_0[0] <= ^(w_shift_in_xx[2'b00] & p_polinom_0);
                    r_mod_in_0[1] <= ^(w_shift_in_xx[2'b00] & p_polinom_1);
                    r_mod_in_1[0] <= ^(w_shift_in_xx[2'b01] & p_polinom_0);
                    r_mod_in_1[1] <= ^(w_shift_in_xx[2'b01] & p_polinom_1);
                    r_odata[0] <= 0;
                end
                else 
                begin : _find_error
                    r_flag_error <= 1;
                    r_shift_in_0dx <= w_shift_in_0;
                    r_shift_in_1dx <= w_shift_in_1;
                    r_mod_in_0d0 <= {0, ^(w_shift_in_xx[2'b00] & p_polinom_1), ^(w_shift_in_xx[2'b00] & p_polinom_0)};
                    r_mod_in_0d1 <= {0, ^(w_shift_in_xx[2'b01] & p_polinom_1), ^(w_shift_in_xx[2'b01] & p_polinom_0)};
                    r_mod_in_1d0 <= {0, ^(w_shift_in_xx[2'b10] & p_polinom_1), ^(w_shift_in_xx[2'b10] & p_polinom_0)};
                    r_mod_in_1d1 <= {0, ^(w_shift_in_xx[2'b11] & p_polinom_1), ^(w_shift_in_xx[2'b11] & p_polinom_0)};
                    r_decod_in_0dx <= 0;
                    r_decod_in_1dx <= 1;
                    r_in_data_old <= 0;
                    r_in_data_mask <= 0;
                end
            end
            else if(i_valid && r_flag_error)
            begin : _fix_error
                if(i_valid == 2'b11) 
                begin
                    r_flag_error <= 0;
                    if(w_in_data_shift == (r_mod_in_1d1 & w_in_mask_shift))
                    begin
                        r_shift_in <= w_shift_in_xdx[2'b11];
                        r_odata <= {r_decod_in_1dx, 1'b1};
                        r_mod_in_0[0] <= ^(w_shift_in_xdxx[3'b110] & p_polinom_0);
                        r_mod_in_0[1] <= ^(w_shift_in_xdxx[3'b110] & p_polinom_1);
                        r_mod_in_1[0] <= ^(w_shift_in_xdxx[3'b111] & p_polinom_0);
                        r_mod_in_1[1] <= ^(w_shift_in_xdxx[3'b111] & p_polinom_1);
                    end
                    else if(w_in_data_shift == (r_mod_in_1d0 & w_in_mask_shift))
                    begin
                        r_shift_in <= w_shift_in_xdx[2'b10];
                        r_odata <= {r_decod_in_1dx, 1'b0};
                        r_mod_in_0[0] <= ^(w_shift_in_xdxx[3'b100] & p_polinom_0);
                        r_mod_in_0[1] <= ^(w_shift_in_xdxx[3'b100] & p_polinom_1);
                        r_mod_in_1[0] <= ^(w_shift_in_xdxx[3'b101] & p_polinom_0);
                        r_mod_in_1[1] <= ^(w_shift_in_xdxx[3'b101] & p_polinom_1);
                    end
                    else if(w_in_data_shift == (r_mod_in_0d1 & w_in_mask_shift))
                    begin
                        r_shift_in <= w_shift_in_xdx[2'b01];
                        r_odata <= {r_decod_in_0dx, 1'b1};
                        r_mod_in_0[0] <= ^(w_shift_in_xdxx[3'b010] & p_polinom_0);
                        r_mod_in_0[1] <= ^(w_shift_in_xdxx[3'b010] & p_polinom_1);
                        r_mod_in_1[0] <= ^(w_shift_in_xdxx[3'b011] & p_polinom_0);
                        r_mod_in_1[1] <= ^(w_shift_in_xdxx[3'b011] & p_polinom_1);
                    end
                    else
                    begin
                        r_shift_in <= w_shift_in_xdx[2'b00];
                        r_odata <= {r_decod_in_0dx, 1'b0};
                        r_mod_in_0[0] <= ^(w_shift_in_xdxx[3'b000] & p_polinom_0);
                        r_mod_in_0[1] <= ^(w_shift_in_xdxx[3'b000] & p_polinom_1);
                        r_mod_in_1[0] <= ^(w_shift_in_xdxx[3'b001] & p_polinom_0);
                        r_mod_in_1[1] <= ^(w_shift_in_xdxx[3'b001] & p_polinom_1);
                    end
                end
                else  
                begin
                    r_flag_error <= {r_flag_error, 1'b1};
                    r_in_data_old <= {r_in_data_old, w_idata};
                    r_in_data_mask <= {r_in_data_mask, i_valid};
                    if(w_idata == (r_mod_in_0d1 & i_valid))         
                        r_mod_in_0d0 <= {r_mod_in_0d0,   ^(w_shift_in_xdxx[3'b010] & p_polinom_1), ^(w_shift_in_xdxx[3'b010] & p_polinom_0)};
                    else                                            
                        r_mod_in_0d0 <= {r_mod_in_0d0, ^(w_shift_in_xdxx[3'b000] & p_polinom_1), ^(w_shift_in_xdxx[3'b000] & p_polinom_0)};
                    if(w_idata == (r_mod_in_0d1 & i_valid))         
                        r_mod_in_0d1 <= {r_mod_in_0d1, ^(w_shift_in_xdxx[3'b011] & p_polinom_1), ^(w_shift_in_xdxx[3'b011] & p_polinom_0)};
                    else                                            
                        r_mod_in_0d1 <= {r_mod_in_0d1,   ^(w_shift_in_xdxx[3'b001] & p_polinom_1), ^(w_shift_in_xdxx[3'b001] & p_polinom_0)};
                    if(w_idata == (r_mod_in_1d1 & i_valid))         
                        r_mod_in_1d0 <= {r_mod_in_1d0,   ^(w_shift_in_xdxx[3'b110] & p_polinom_1), ^(w_shift_in_xdxx[3'b110] & p_polinom_0)};
                    else                                            
                        r_mod_in_1d0 <= {r_mod_in_1d0, ^(w_shift_in_xdxx[3'b100] & p_polinom_1), ^(w_shift_in_xdxx[3'b100] & p_polinom_0)};
                    if(w_idata == (r_mod_in_1d1 & i_valid))         
                        r_mod_in_1d1 <= {r_mod_in_1d1, ^(w_shift_in_xdxx[3'b111] & p_polinom_1), ^(w_shift_in_xdxx[3'b111] & p_polinom_0)};
                    else                                            
                        r_mod_in_1d1 <= {r_mod_in_1d1,   ^(w_shift_in_xdxx[3'b101] & p_polinom_1), ^(w_shift_in_xdxx[3'b101] & p_polinom_0)};
                    if(w_idata == (r_mod_in_0d1 & i_valid))         r_shift_in_0dx <= {r_shift_in_0dx, 1'b1};
                    else                                            r_shift_in_0dx <= {r_shift_in_0dx, 1'b0};
                    if(w_idata == (r_mod_in_1d1 & i_valid))         r_shift_in_1dx <= {r_shift_in_1dx, 1'b1};
                    else                                            r_shift_in_1dx <= {r_shift_in_1dx, 1'b0};
                    if(w_idata == (r_mod_in_0d1 & i_valid))         r_decod_in_0dx <= {r_decod_in_0dx, 1'b1};
                    else                                            r_decod_in_0dx <= {r_decod_in_0dx, 1'b0};
                    if(w_idata == (r_mod_in_1d1 & i_valid))         r_decod_in_1dx <= {r_decod_in_1dx, 1'b1};
                    else                                            r_decod_in_1dx <= {r_decod_in_1dx, 1'b0};
                end
            end
        end
    end
    always @(posedge i_clk) begin
        if(i_reset)
        begin
            r_valid <= 0;
        end
        else
        begin
            if(i_valid)
            begin
                if(r_flag_error && i_valid[0] && i_valid[1])        r_valid <= {r_flag_error, 1'b1};
                else if(w_idata == (r_mod_in_0 & i_valid))          r_valid <= !r_flag_error;
                else if(w_idata == (r_mod_in_1 & i_valid))          r_valid <= !r_flag_error;
                else                                                r_valid <= 0;
            end
            else    r_valid <= 0;
        end
    end
endmodule
==> design/flow/config.mk <==
export PLATFORM = sky130hd
export DESIGN_NAME = viterbi_dec
export DESIGN_NICKNAME = viterbi_dec
export VERILOG_FILES = /design/flow/design.v
export SDC_FILE = /design/flow/constraint.sdc
export NUM_CORES = 4
export LEC_CHECK = 1
export CORE_UTILIZATION = 50
==> design/flow/constraint.sdc <==
current_design viterbi_dec

set clk_period 7.6
set clk_io_pct 0.2

create_clock -name clk0 -period $clk_period [get_ports {i_clk}]

set non_clock_inputs [all_inputs -no_clocks]
set_input_delay [expr $clk_period * $clk_io_pct] -clock clk0 $non_clock_inputs
set_output_delay [expr $clk_period * $clk_io_pct] -clock clk0 [all_outputs]
==> design/flow/run.sh <==
#!/bin/bash
# OpenROAD 26Q1-2900-gdf79404cd8, Yosys 0.63+post, stock flow scripts
make -C /OpenROAD-flow-scripts/flow DESIGN_CONFIG=/design/flow/config.mk WORK_HOME=/design/flow/orfs finish
==> CHANGELOG.md <==
### Metrics

* Post-synth EDFFs at 33
* Clk Latency, worst-skew pair at 0.29 ns
* Fp util at 53.4%
* CP arrival at 3.74 ns
* DRC Markers at 0
* Power Density at 251 nW/µm²
* Minimum clock period at 3.76 ns
* Req. time, crit path at 7.58 ns
* Antenna violations before repair at 0
* Max-slew violations at 0
* Syn Area/Cell at 11.5 µm²
* Worst Tran Pin Value at 0.737 ns
* Final setup fails at 0
* Layout area overhead at 11.0%
* Log Warnings at 26
* CP max stage cell: clkdlybuf4s50_1
* Site row count at 23
* Global route overflow at 0
* Commonest cells post-synth: edfxtp_1 (33), nor2b_1 (20), xor2_1 (17)
* Synth top cell by count: edfxtp_1
* Post-synth ARST share at 0%
* Vias at 1401
* Detailed Route Iter0 Violations at 93
* First-pass DRT Iterations at 4
* Bufs and invs on worst path at 2
* Routed WL at 3950 µm
* CTS hold repair buffers at 0
* Fin crit share at 49.5%
* Routed WL per cell at 15.7 µm
* Synth flops at 46
* Top cell type's share of synthesized area at 45.4%
* Final Hold Fails at 0
* Fill cells at 347
* Post-DP Area at 2340 µm²
* Via count of the first global-routing pass at 1379
* Crit path launch type: input pin
* Post-DP HPWL at 2830 µm
* Post-CTS Setup Bufs at 0
* Rel. slew slack at 50.5%
* Critical Path End Type: flip-flop
* Die H at 68.1 µm
* Ant diodes at 0
* Worst Clk Skew at 0.00702 ns
* Clock power frac at 22.8%
* Synth cell types at 39
* Area leader, netlist: edfxtp_1
* Ys flop type: edfxtp_1
* Top delay family on crit path: buffers and inverters
* Root buf cell: clkbuf_8
* Yosys Chip Area at 2180 µm²
* # Cells Yosys at 189
* CTS max path bufs at 2
* Total GRT Usage at 20.5%
* Ports at 13
* Max FO, Critical Path at 21
* Global-route wire length before repair at 6510 µm
* Die W at 68.1 µm
* Yosys warns at 1
* Leakage at 0.916 nW
* Combinational power share at 21.9%
* Final Cell Area at 2420 µm²
* Num CTS Buffers at 5
* # H-tree levels at 2
* Largest net degree at the start of global routing at 30
* Vias per inst at 5.56
* Mapped Cells at 189
* Status: finished clean
* Overall power consumption at 0.607 mW
* FF+latch area at 1250 µm²
* Internal power at 0.435 mW
* Chip area at 4630 µm²
* Clk sinks at 46
* Seq share, synth at 57.3%
* Layout cells sized above 1 at 10.9%
* Cell area after synthesis at 2180 µm²
* Clk slew on worst S/H paths at 0.08 ns
* NetSw at 0.173 mW
* Max_cap viols at 0
* Internal reg-to-reg setup slack at 5.06 ns
* Sequential power share at 55.4%
* Worst Hold Class: reg -> reg
* RSZ-0062 raised after global routing: no
* Gate Area at 878 µm²
* Port bufs at 12
* Setup CP Type: in -> reg
* Sw frac at 28.5%
* Fmax at 266 MHz
* Setup tns final at 0 ns
* Post_cts resized at 0
* Cell area leaders: edfxtp_1 (45%), dfxtp_1 (12%), xor2_1 (6.8%)
* ANT nets after route at 0
* TritonCTS clock tree: done
* Core Area at 4090 µm²
* Slowest stage delay, CP at 0.64 ns
* Worst-path cell chain: clkdlybuf4s50_1 > xor2_1 > a22oi_1 > o21ai_0 > nand3b_1 > nor2_2 > buf_4
* Worst vdd ir at 158 µV
* Final GP Congestion at 0.882
* Final core utilization at 59.2%
-- worst paths after layout --
path | from | end | cells past startpoint
hold / removal | r_mod_in_1[0] | r_mod_in_1[0] | 2
hold reg to reg | r_mod_in_1[0] | r_mod_in_1[0] | 2
setup / recovery | i_data[1] | r_mod_in_1d0[2] | 7
setup reg to reg | r_flag_error[1] | r_mod_in_1d0[2] | 6
-- area by class of cell --
cell class,instances,share of cell area [%]
Sequential cell,46,51.7
Inverter,3,0.465
Timing Repair Buffer,14,5.58
Tap cell,50,2.58
Clock inverter,2,0.413
Clock buffer,6,3.00
Multi-Input combinational cell,131,36.3
-- worst register-to-register path, delay by kind of cell, from the launching register on --
kind | cells | cell delay, ns
simple gates | 5 | 1.50
flops | 1 | 0.35
buf+inv | 1 | 0.37
-- through the flow --
step / std cells / worst slack, ns / hold WS, ns
after CTS: 252 / 3.84 / 0.495
final: 252 / 3.84 / 0.494
after global placement: 244 / 3.56 / 0.476
after floorplan: 189 / 3.57 / 0.446
after detailed placement: 244 / 3.53 / 0.485
after global routing: 252 / 3.57 / 0.533
-- kinds of logic after synthesis --
| group | count (synthesis) | share of synthesized area [%] |
|---|---|---|
| compound gates | 31 | 9.40 |
| xor+xnor | 17 | 6.82 |
| fa+ha+maj | 1 | 0.459 |
| buf+inv | 12 | 2.52 |
| flops | 46 | 57.3 |
| mux | 9 | 4.36 |
| simple gates | 73 | 19.1 |
-- cells in the final DEF (no fill, tap or decap), types with 3 or more instances in the layout --
cell and count:
nor2b_1 20, mux2_2 4, edfxtp_1 33, dfxtp_1 13, nand3_1 3, o21ai_0 5, inv_1 3, and3_1 8
nor2_1 10, clkdlybuf4s50_1 12, xor2_1 17, mux2i_1 5, a22oi_1 6, clkbuf_8 5, and2_2 3, nand2_1 11
a21oi_1 9
-- flip-flops by register name, indices dropped and copies added (netlist names), 3 cells and up --
register        count
r_mod_in_1d1        6
r_in_data_mask      4
r_flag_error        3
r_odata             3
r_in_data_old       4
r_mod_in_0d1        6
r_mod_in_1d0        6
r_valid             3
-- power by group through the flow --
| stage | clock, mW | sequential, mW | combinational (mW) |
|---|---|---|---|
| after CTS | 0.142 | 0.336 | 0.133 |
| after global routing | 0.151 | 0.340 | 0.150 |
| final | 0.138 | 0.336 | 0.133 |
-- routing by layer --
metal | GRT usage [%] | part of all wire, % | vias to the layer above
met5 | 0 | 0 | -
met4 | 2.34 | 0.86 | 0
met3 | 5.07 | 4.4 | 4
met2 | 31.6 | 47 | 31
met1 | 32.4 | 48 | 661
li1 | - | - | 705
Power is estimated from default activity; no workload was simulated.
