==> ./design.v <==
`timescale 1ns / 1ps
module viterbi_enc #(parameter p_size_polinom = 3, parameter p_polinom_0 = 3'b111, parameter p_polinom_1 = 3'b101, parameter p_defoult_state = 3'b000)(
    i_clk,
    i_reset,
    i_data,
    i_valid,
    o_data,
    o_valid
    );
    input                           i_clk;
    input                           i_reset;
    input                           i_data;
    input                           i_valid;
    output  [1:0]                   o_data;
    output                          o_valid;
    reg     [p_size_polinom-1:0]    r_shift = p_defoult_state;
    reg                             r_ovalid = 0;
    reg     [1:0]                   r_odata;
    wire    [p_size_polinom-1:0]    w_shift = {r_shift, i_data};
    wire    [p_size_polinom-1:0]    w_p0 = w_shift & p_polinom_0;
    wire    [p_size_polinom-1:0]    w_p1 = w_shift & p_polinom_1;
    assign  o_data = r_odata;
    assign  o_valid = r_ovalid;
    always @(posedge i_clk) begin : a_reg_shift;
        if(i_reset)         r_shift <= p_defoult_state;
        else if(i_valid)    r_shift <= w_shift;
    end
    always @(posedge i_clk) begin
        r_odata[0] <= ^w_p0;
        r_odata[1] <= ^w_p1;
    end
    always @(posedge i_clk) begin : a_valid
        if(i_reset)         r_ovalid <= 0;
        else                r_ovalid <= i_valid;
    end
endmodule
==> ./run.sh <==
#!/bin/bash
# OpenROAD 26Q1-2900-gdf79404cd8, Yosys 0.63+post, stock flow scripts
make -C /OpenROAD-flow-scripts/flow DESIGN_CONFIG=/design/flow/config.mk WORK_HOME=/design/flow/orfs finish
==> ./config.mk <==
export PLATFORM = sky130hd
export DESIGN_NAME = viterbi_enc
export DESIGN_NICKNAME = viterbi_enc
export VERILOG_FILES = /design/flow/design.v
export SDC_FILE = /design/flow/constraint.sdc
export NUM_CORES = 4
export LEC_CHECK = 1
export CORE_AREA = 10 10 70 70
export DIE_AREA = 0 0 80 80
==> ./constraint.sdc <==
current_design viterbi_enc

set clk_period 1.0
set clk_io_pct 0.2

create_clock -name clk0 -period $clk_period [get_ports {i_clk}]

set non_clock_inputs [all_inputs -no_clocks]
set_input_delay [expr $clk_period * $clk_io_pct] -clock clk0 $non_clock_inputs
set_output_delay [expr $clk_period * $clk_io_pct] -clock clk0 [all_outputs]
==> ci_impl_report.md <==
## Implementation flow summary

| Metric | Value |
|---|---|
| Status | completed |
| Leak | roughly 0.11 nW |
| Total GRT Usage | under 10% |
| Top cells by area | dfxtp_1, mux2i_1, xor2_1 |
| Hold Crit Class | register to register |
| Fin Clk Skew | 0.0002245 ns |
| Slowest cell delay on critical path | around 0.30 ns |
| Design Power | roughly 0.5 mW |
| CTS tree | yes |
| Fmax | 1030 MHz |
| Sequential Power Share | roughly 45% |
| Maximum vdd drop | about 0.00022 V |
| Comb pwr share | under 10% |
| YS chip area | roughly 150 um2 |
| Chip width | around 80 um |
| Sequential share of the synthesized area | roughly 66% |
| Total inserted antenna cells | 0 |
| Post-cts hold buffer count | 0 |
| Die Span Y | roughly 80 um |
| Mapped cell area | 151.4 um2 |
| Initial antenna violation count | 0 |
| Die Size | between 0.006 and 0.007 mm2 |
| Cells after Synth | 12 |
| Worst-skew pair later-pin latency | roughly 0.24 ns |
| Ys flops | 5 |
| Flop area | 102.6 um2 |
| Vias | roughly 110 |
| Top comb family, area | multiplexers |
| Routed Antenna Nets | 0 |
| Crit-path leading delay family | flip-flops |
| CP Capture Type | output pin |
| Vias in the first global route | around 120 |
| Syn_area_per_cell | between 10 and 15 um2 |
| CP Data Arrival Time | ~0.77 ns |
| DR pass1 iterations | 2 |
| Share of cells above drive strength 1 | between 20% and 30% |
| Sw Pwr | 0.1015 mW |
| Filler Cell Count | roughly 410 |
| Max FO, Critical Path | 1 |
| Routed wire per std cell | 5.544 um |
| YS warnings | 1 |
| CTS Buf Count | 3 |
| Pin count of the biggest net entering global routing | 4 |
| Clk sink count | 5 |
| Top-Level Pins | 7 |
| Placed insts | around 64 |
| Normalized max-slew margin | between 80% and 90% |
| Iter 0 DRT Violations | 1 |
| Ys cells | 12 |
| Grt total ovfl | 0 |
| # rows | 21 |
| Switching portion of total power | about a fifth |
| Tmin final | around 0.97 ns |
| Worst path slowest cell | dfxtp_2 |
| Post-synth cell types | 5 |
| Tcrit/Tclk final | a little over nine tenths |
| Vias/cell | 1.676 |
| Startpoint Class | register |
| Final WL | 377 um |
| Basic Gates by Area | 9.091% |
| Bufs and invs on worst path | 1 |
| Clock power frac | between 40% and 50% |
| Clk slew on worst S/H paths | 0.04 ns |
| Crit path kind | register to output pin |
| Max-Cap Viols | 0 |
| Setup Viol. Count Final | 0 |
| MUX area fraction | between 10% and 20% |
| Pwr Density | ~1700 mW/mm2 |
| Logic area | about 51 um2 |
| Critical path, cell by cell | dlygate4sd2_1 |
| XOR/XNOR Area Share | between 10 and 15% |
| First-pass GRT wire length | just over 600 um |
| Ao+oa area frac | 0% |
| Yosys top cell by area | dfxtp_1 |
| Port buffer count | 6 |
| CTS root buffer | clkbuf_4 |
| FP Util | approximately 4.4% |
| Most frequent cells in the layout | clkbuf_4, clkdlybuf4s50_1, dfxtp_1 |
| Worst EP required | approximately 0.80 ns |
| Final hold vios | 0 |
| Final std cells w/o fill | just under 70 |
| Longest Clk Path Bufs | 2 |
| Drt drc | 0 |
| RSZ-0062 raised after global routing | false |
| Post-synth top area share | 66.12% |
| Design internal power | about 0.40 mW |
| Final slew viol count | 0 |
| Post-synthesis adder-cell area fraction | 0% |
| Tally of OpenROAD warnings | 25 |
| Area grow syn2layout | 95.87% |
| Worst slew pin tran | ~0.19 ns |
| Core footprint | about 0.0034 mm2 |
| RD Place Congestion | ~0.67 |
| H-tree Lvls | 1 |
cell type report:
cell class | count | area share [%]
Sequential cell | 5 | 34.60
Multi-Input combinational cell | 7 | 17.30
Timing Repair Buffer | 6 | 19.83
Tap cell | 46 | 19.41
Clock buffer | 4 | 8.861
worst paths after layout:
path	start	endpoint	slack, ns	cells past startpoint
worst max register to register	r_shift[1]	r_odata[0]	0.23	2
worst min-delay path	r_shift[0]	r_odata[0]	0.47	1
worst min register to register	r_shift[0]	r_odata[0]	0.47	1
worst max-delay path	r_odata[1]	o_data[1]	0.03	1
power by group through the flow:
stage	Sequential [mW]	Combinational [mW]	Clock, mW
CTS	0.222	0.0420	0.245
global route	0.226	0.0483	0.259
finish	0.224	0.0427	0.234
per-stage QoR:
stage	setup slack, ns	hold WS [ns]	setup TNS (ns)	util (%)	area (um2)
finish	0.02880	0.4725	0	8.681	296.5
detailed placement	-0.1152	0.4777	-0.2802	7.875	269.0
global placement	-0.1102	0.4638	-0.2540	7.875	269.0
floorplan	0.2868	0.2716	0	-	151.4
CTS	0.01172	0.4778	0	8.571	292.8
global route	0.001145	0.5008	0	8.681	296.5
cell families after synthesis:
kind of cell / count (synthesis)
AND/OR/NAND/NOR: 3
multiplexers: 2
XOR/XNOR: 2
flip-flops: 5
flip-flops by register name (all words and copies together) (netlist names):
signal,cells
r_odata,2
r_ovalid,1
r_shift,2
routing by layer:
metal,global-route usage [%],routed length [um],up-vias
met3,2.841,127,0
met1,1.070,145,49
met4,0.3521,0,0
met2,1.364,104,8
met5,0,0,-
li1,-,-,57
cells in the mapped netlist:
cell type and n:
dfxtp_1 5, mux2i_1 2, nor2_1 2, nor2b_1 1
xor2_1 2
worst reg2reg max path: stages (launching register included):
cell and delay (ns):
dfxtp_1 0.34, xor2_1 0.20, xor2_1 0.15
repair_timing:
item | 4_1_cts | 5_1_grt
setup endpoints to repair | 3 | 2
gates resized | 4 | 3
setup buffers | 0 | 0
gates cloned | 0 | 0
No activity file was given, so power comes from the tool's default toggle rates.
